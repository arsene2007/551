**/design/flow/run.sh**
```bash
#!/bin/bash
# OpenROAD 26Q1-2900-gdf79404cd8, Yosys 0.63+post, stock flow scripts
make -C /OpenROAD-flow-scripts/flow DESIGN_CONFIG=/design/flow/config.mk WORK_HOME=/design/flow/orfs finish
```
**/design/flow/config.mk**
```make
export PLATFORM = sky130hd
export DESIGN_NAME = DSO_dig
export DESIGN_NICKNAME = DSO_dig
export VERILOG_FILES = /design/flow/design.v
export SDC_FILE = /design/flow/constraint.sdc
export NUM_CORES = 4
export LEC_CHECK = 1
export CORE_AREA = 10 10 70 70
export DIE_AREA = 0 0 80 80
```
**/design/flow/design.v**
```verilog
module DSO_dig(adc_clk,rclk,en,we,addr,clr_cmd_rdy,resp_data,send_resp,ss,wrt_SPI,SPI_data,SPI_done,cmd_rdy,resp_sent,EEP_data,cmd,rst_n,clk,ch1_rdata,ch2_rdata,ch3_rdata,trig1,trig2);
input  SPI_done,cmd_rdy,resp_sent,trig1,trig2,rst_n,clk;
input  [7:0]EEP_data;
input  [7:0]ch1_rdata,ch2_rdata,ch3_rdata;
input  [23:0]cmd;
output logic [15:0]SPI_data;
output logic clr_cmd_rdy,send_resp,wrt_SPI,rclk,en,we,adc_clk;
output logic [8:0]addr;
output logic [7:0]resp_data;
output logic [2:0]ss;	
	dig_core i_dig_core(clr_cmd_rdy,resp_data,send_resp,ss,wrt_SPI,SPI_data,cmd,cmd_rdy,resp_sent,SPI_done,EEP_data,rst_n,clk);
endmodule
module dig_core(clr_cmd_rdy,resp_data,send_resp,ss,wrt_SPI,SPI_data,cmd,cmd_rdy,resp_sent,SPI_done,EEP_data,rst_n,clk);
input  SPI_done,cmd_rdy,resp_sent,rst_n,clk;
input  [7:0]EEP_data;
input  [23:0]cmd;
output logic [15:0]SPI_data;
output logic clr_cmd_rdy,send_resp,wrt_SPI;
output logic [7:0]resp_data;
output logic [2:0]ss;
logic capture_ch1_gain,capture_ch2_gain,capture_ch3_gain;
typedef enum reg [1:0] {IDLE,CMD_DISPATCH,WRT_EEP2,RD_EEP2} state_t;
state_t state,next_state;
localparam CFG_GAIN=4'b0010;
localparam CFG_TRG_LVL=4'b0011;
localparam WRT_EEP=4'b1000;
localparam RD_EEP=4'b1001;
always_ff@(posedge clk,negedge rst_n) 
begin
	if(!rst_n)
		state<=IDLE;
	else
		state<=next_state;
end
always_comb
begin
	next_state=IDLE;
	wrt_SPI=0;
	ss=3'b000;
	capture_ch1_gain=0;
	capture_ch2_gain=0;
	capture_ch3_gain=0;
	SPI_data=16'h0000;
	case(state)
		CMD_DISPATCH: 
		begin
			if(cmd_rdy)
			begin
				case(cmd[19:16])
					CFG_GAIN:
					begin
						wrt_SPI=1;
						case(cmd[9:8])
							2'b00:
							begin
								ss=3'b001;
								capture_ch1_gain=1;
							end
							2'b01:
							begin
								ss=3'b010;
								capture_ch2_gain=1;
							end
							default:
							begin
								ss=3'b011;
								capture_ch3_gain=1;
							end
						endcase
						case(cmd[12:10])
							3'b000:
								SPI_data=16'h1302;
							3'b001:
								SPI_data=16'h1305;
							3'b010:
								SPI_data=16'h1309;
							3'b011:
								SPI_data=16'h1314;
							3'b100:
								SPI_data=16'h1328;
							3'b101:
								SPI_data=16'h1346;
							3'b110:
								SPI_data=16'h136B;
							3'b111:
								SPI_data=16'h13DD;
							default:
								SPI_data=16'h1302;
						endcase
					end
					CFG_TRG_LVL:
					begin
						wrt_SPI=1;
						ss=3'b000;
						if(cmd[7:0]>=8'h2E && cmd[7:0]<=8'hC9)
							SPI_data={8'h13,cmd[7:0]};
						else if(cmd[7:0]<8'h2E)
							SPI_data={8'h13,8'h2E};
						else
							SPI_data={8'h13,8'hC9};
					end
					WRT_EEP:
					begin
						wrt_SPI=1;
						ss=3'b100;
						SPI_data={2'b01,cmd[13:0]};
						next_state=WRT_EEP2;
					end
					RD_EEP:
					begin
						wrt_SPI=1;
						ss=3'b100;
						SPI_data={2'b00,cmd[13:0]};
						next_state=RD_EEP2;
					end
					default:
					begin
						next_state=CMD_DISPATCH;
					end
				endcase
			end
			else	
			begin
			end
		end
		default:
			next_state=CMD_DISPATCH;
	endcase
end
endmodule
```
**/design/flow/constraint.sdc**
```tcl
current_design DSO_dig

set clk_period 3.6
set clk_io_pct 0.2

create_clock -name clk0 -period $clk_period [get_ports {clk}]

set non_clock_inputs [all_inputs -no_clocks]
set_input_delay [expr $clk_period * $clk_io_pct] -clock clk0 $non_clock_inputs
set_output_delay [expr $clk_period * $clk_io_pct] -clock clk0 [all_outputs]
```
==> changes_impl.md <==
## Flow update

* Vias in the first global route at 894
* Critical Path End Type: primary output
* Top reg by flops: i_dig_core.state
* Clock skew at 0.00444 ns
* FP Core Util at 25.2%
* Final Cycle Share at 96.1%
* Synthesized flop and latch total at 4
* Finished Core Util at 37.2%
* TritonCTS clock tree: yes
* Max-cap viol count at 0
* CORE AREA at 3420 um2
* Layout Cells excl Fill at 210
* DR iter-0 viols at 37
* Outcome: complete, no violations
* Diode count at 0
* Die area at 6400 um2
* LEAKAGE at 0.519 nW
* Cell taking the most area after synthesis: buf_4
* Leading cell types by count after synthesis: buf_4, a21oi_1, nand2_1
* Postcts setup bufs at 0
* Max Freq at 289 MHz
* Finish-stage setup viols at 0
* Post-cts hold-fix buffer tally at 0
* Via density at 4.22
* First-pass GRT wire length at 4.15 mm
* Clock tree buffer depth at 2
* I/O Buffers at 39
* P per Cell Area at 156 nW/um2
* Most Used Layer, Global Route: met2
* Cts bufs inserted at 3
* CP Max Fanout at 9
* Synth warn at 24
* Min Hold Slack at 0.433 ns
* Average wire per standard cell at 12.7 um
* Top cells by area: buf_4, dfrtp_1, a21oi_1
* Final ANT Viol Nets at 0
* Largest net degree at the start of global routing at 10
* Htree depth at 1
* Final wirelength at 2.66 mm
* Biggest regs: i_dig_core.state: 4 flops
* DP Cell Count at 206
* Global route overflow at 0
* Flip-flops with a built-in enable at 0
* Die height at 80 um
* Req. time, crit path at 2.88 ns
* Post-route setup TNS at 0 ns
* Yosys stat chip area at 862 um2
* Main flop type after synthesis: dfrtp_1
* Met3 Use GR at 2.05%
* Sink Count at 4
* Clock latency on the worst-skew pair at 0.24 ns
* Mean cell area of the mapped netlist at 7.18 um2
* Max reg flops at 4
* Arr. time, crit path at 2.74 ns
* I/O pins at 106
* Met1 usage at 10.2%
* Post-synth cell types at 41
* VDD IR max at 81.8 uV
* CTS clk-pin slew, worst paths at 0.04 ns
* Startpoint types: input port
* Crit path kind: in -> out
* DRC Markers at 0
* Stage-log warning count at 71
* Cell Area, Synth at 862 um2
* Final HPWL DP at 2.30 mm
* Unrepaired setup endpoints after global routing: no
* Final hold vios at 0
* Worst hold path type: reg -> reg
* Synth Seq Share at 11.8%
* Layout cells sized above 1 at 9.15%
* Yosys Instances at 120
* Ys async rst share at 100%
* Post-synthesis cell count at 120
* Placer congestion estimate at 0.801
* Total GRT Usage at 7.74%
* Yosys top cell area share at 22.6%
* Num rows at 21
* Initial antenna violation count at 0
* Chip Width at 80 um
* TritonRoute pass-1 iters at 4
* Max Slew Vio Count at 0
* Grt met2 use at 12.7%
* Period minus WS final at 3.46 ns
* Via count at 886
* Most common cell in the netlist: buf_4
* Root Buffer: clkbuf_4
* Synthesis-to-layout area growth at 47.5%
## per-layer routing
layer  share of wire, %  routed length, um  vias to the layer above
met5                  0                  0                        -
met4               0.53                 14                        0
met3                8.5                226                        2
met2                 47               1250                       37
met1                 44               1170                      391
li1                   -                  -                      456
## where the power goes
| group | switching, W | internal (W) | total (W) |
|---|---|---|---|
| Sequential | 0.00000138 | 0.0000490 | 0.0000504 |
| Clock | 0.0000193 | 0.0000417 | 0.0000610 |
| Combinational | 0.0000396 | 0.0000470 | 0.0000866 |
## final timing paths
path                                                     from                       endpoint  slack, ns  depth (start not counted)
worst max-delay path                                  cmd[18]                    SPI_data[5]       0.14                          5
worst min-delay path            i_dig_core.state[1]$_DFF_PN0_  i_dig_core.state[2]$_DFF_PN0_       0.43                          2
worst max register to register  i_dig_core.state[2]$_DFF_PN0_  i_dig_core.state[3]$_DFF_PN0_       2.65                          4
worst min register to register  i_dig_core.state[1]$_DFF_PN0_  i_dig_core.state[2]$_DFF_PN0_       0.43                          2
max in group asynchronous                               rst_n  i_dig_core.state[0]$_DFF_PN1_       2.69                          1
min in group asynchronous                               rst_n  i_dig_core.state[3]$_DFF_PN0_       0.68                          1
## cells by family after synthesis
family | after synthesis | share of synthesized area (%)
compound gates | 31 | 22.1
xor+xnor | 1 | 1.02
fa+ha+maj | 5 | 7.26
buf+inv | 34 | 26.4
flops | 4 | 11.8
mux | 3 | 3.77
other cells | 1 | 0.435
simple gates | 41 | 27.3
## final cells by class
cell class / count / area [um2]
inverters: 5 / 18.8
well taps: 46 / 57.6
flip-flops and latches: 4 / 101
multi-input cells: 105 / 624
clock buffers: 4 / 26.3
repair buffers: 46 / 443
fillers: 343 / 2140
## worst max-delay path, stage by stage
cell and delay (ns):
clkdlybuf4s50_1 0.56, or3b_1 0.50, a211o_1 0.29, a21oi_1 0.18, clkdlybuf4s50_1 0.50
## cell usage in the layout (no fill, tap or decap), types with 3 or more instances in the layout
cell and n:
inv_1 4, clkbuf_4 3, dfrtp_1 3, a21oi_1 14, and2_1 4, clkdlybuf4s50_1 39, nor3_1 5, conb_1 24
nor2_1 7, buf_4 7, nand2_1 13, ha_1 5, o21ai_1 4
## stage by stage
step,total power [W],cell area [um2],setup slack [ns]
6_report,0.000198,1270,0.140
5_1_grt,0.000217,1270,0.0111
4_1_cts,0.000203,1270,0.108
3_5_place_dp,0.000138,1240,0.125
3_3_place_gp,0.000137,1240,0.140
2_1_floorplan,0.000107,948,1.19
## what timing repair did
action / 4_1_cts / 5_1_grt
setup endpoints to repair: 0 / 1
gates resized: 0 / 1
endpoints found under the hold margin: 0 / 0
Power is estimated from default activity; no workload was simulated.
