[./constraint.sdc]
current_design SPI_Master_SM

set clk_period 1.9
set clk_io_pct 0.2

create_clock -name clk0 -period $clk_period [get_ports {clk}]

set non_clock_inputs [all_inputs -no_clocks]
set_input_delay [expr $clk_period * $clk_io_pct] -clock clk0 $non_clock_inputs
set_output_delay [expr $clk_period * $clk_io_pct] -clock clk0 [all_outputs]
[./design.v]
module SPI_Master_SM(SCLK,SS_n,done,clk,rst_n,wrt);
    input logic rst_n,clk,wrt;
	output logic SS_n,SCLK,done; 
	logic [4:0]cnt;
	logic [3:0]bit_cnt;
	logic clr_cnt,clr_bit_cnt,shift;
	typedef enum reg [2:0] {IDLE,TX,BACK_PORCH,DONE} state_t;
	state_t state,next_state;
	always_ff@(posedge clk)
	begin
		if(clr_cnt)
			cnt<=5'b0_0000;
		else
			cnt<=cnt+5'b0_0001;
	end
	assign SCLK=cnt[4];
	always_ff@(posedge clk)
	begin
		if(clr_bit_cnt)
			bit_cnt<=4'b0000;
		else if(shift)
			bit_cnt<=bit_cnt+4'b0001;
	end
	always_ff@(posedge clk or negedge rst_n) 
	begin
		if(!rst_n) 
			state<=IDLE;
		else 
			state<=next_state;
	end
	always_comb
	begin 
		 next_state=IDLE;	
		 SS_n=1;
		 done=0;
		 clr_cnt=0;  
		 clr_bit_cnt=0;
		 shift=&cnt;
		 case(state)
			IDLE:
				if(wrt==1)
		        begin 
					next_state=TX;
					SS_n=1;
					done=0;
					clr_cnt=0;
					clr_bit_cnt=0;
					shift=&cnt && (!(&bit_cnt));
				end 
				else
				begin
					next_state=IDLE;
					SS_n=1;
					done=0;
					clr_cnt=1;
					clr_bit_cnt=1;
					shift=&cnt && (!(&bit_cnt));
				end
			TX:
				if((&cnt) && (&bit_cnt))
				begin 
					next_state=BACK_PORCH;
					SS_n=0;
					done=0;
					clr_cnt=1; 	
					clr_bit_cnt=1;
					shift=&cnt && (!(&bit_cnt));
				end
				else 
				begin
					next_state=TX;
					SS_n=0;
					done=0;
					clr_cnt=0;
					clr_bit_cnt=0;
					shift=&cnt && (!(&bit_cnt));
				end
			BACK_PORCH:
				if(cnt==5'b00111)
				begin
					next_state=DONE;
					SS_n=1;
					done=0;
					clr_cnt=1; 	
					clr_bit_cnt=1;
					shift=&cnt && (!(&bit_cnt));
				end
				else
				begin
					next_state=BACK_PORCH;
					SS_n=0;
					done=0;
					clr_cnt=0; 	
					clr_bit_cnt=1;
					shift=&cnt && (!(&bit_cnt));
				end
			DONE:
				if(cnt==5'b00001)
				begin
					next_state=IDLE;
					SS_n=1;
					done=1;
					clr_cnt=1; 	
					clr_bit_cnt=1;
					shift=&cnt && (!(&bit_cnt));
				end
				else
				begin
					next_state=DONE;
					SS_n=1;
					done=0;
					clr_cnt=0; 	
					clr_bit_cnt=1;
					shift=&cnt && (!(&bit_cnt));
				end
			default: next_state=IDLE;
      endcase
    end
endmodule
[./config.mk]
export PLATFORM = sky130hd
export DESIGN_NAME = SPI_Master_SM
export DESIGN_NICKNAME = SPI_Master_SM
export VERILOG_FILES = /design/flow/design.v
export SDC_FILE = /design/flow/constraint.sdc
export NUM_CORES = 4
export LEC_CHECK = 1
export CORE_AREA = 10 10 70 70
export DIE_AREA = 0 0 80 80
[./run.sh]
#!/bin/bash
# OpenROAD 26Q1-2900-gdf79404cd8, Yosys 0.63+post, stock flow scripts
make -C /OpenROAD-flow-scripts/flow DESIGN_CONFIG=/design/flow/config.mk WORK_HOME=/design/flow/orfs finish
==> results.json <==
{
  "fmax_ghz": 0.559,
  "ys_types": 31,
  "yosys.area.top_type": "dfxtp_1",
  "status": "finished clean",
  "synthArstFlopShare_pct": 30.8,
  "hold_buffers": 0,
  "power_frac_comb_pct": 1.3,
  "finalNonFillerCells": 127,
  "antenna_cells": 0,
  "syn_avg_cell_area_um2": 9.97,
  "grt_antenna_before_repair": 0,
  "p_total_uw": 454,
  "io_pins": 6,
  "port-buffer-count": 5,
  "drive_above_1_share_pct": 27.2,
  "p_int_uw": 357,
  "critPathCaptureType": "output pin",
  "tool_warnings": 27,
  "htree_levels": 1,
  "synth_seq_share_pct": 43.4,
  "die_y_um": 80,
  "skew_ns": 0.00106,
  "setup_slack_ns": 0.110,
  "place_ws_ns": -0.0113,
  "yosysCellCount": 65,
  "slowest_delay_ns": 0.34,
  "fin_setup_tns_ns": 0,
  "whs_ns": 0.297,
  "edf_count": 0,
  "wire_per_inst_um": 11.4,
  "rows": 21,
  "drt-initial-drc-count": 31,
  "critPathMaxFanout": 2,
  "ir_worst_vdd_v": 0.000153,
  "dieArea_um2": 6400,
  "path_clk_slew_ns": 0.08,
  "clkSinkCount": 13,
  "layout_min_cycle_time_ns": 1.79,
  "area_growth_pct": 35.9,
  "slowest_stage": "dfxtp_2",
  "worst-path-buf-inv": 3,
  "syn_area_um2": 648,
  "maxSlewViolCount": 0,
  "switching_power_uw": 96.2,
  "period_used_pct": 94.2,
  "viasPerCell": 4.43,
  "max_cap_violations": 0,
  "sw_frac_of_total_pct": 21.2,
  "synthFlopType": "dfxtp_1",
  "startpoint_type": "flip-flop",
  "die_w_um": 80,
  "routabilityCongestion": 0.768,
  "synth.top_cell.area_share_pct": 27.8,
  "hp-class": "primary input to asynchronous set/reset pin",
  "grt_pass1_wl_um": 2340,
  "core_um2": 3420,
  "finalSetupViolations": 0,
  "seqPwrFrac_pct": 60.0,
  "synth.top_cells.by_count": "9 x dfxtp_1, 8 x inv_1, 6 x nor3_1",
  "fp-utilization_pct": 19.0,
  "drt_pass1_iterations": 4,
  "grt_usage_pct": 4.46,
  "numSynthFlops": 13,
  "grt.overflow.total": 0,
  "arrival_ns": 1.41,
  "drt-total-wl_um": 1450,
  "yosys-top-cells-area": "dfxtp_1 28%, dfrtp_1 12%, ha_1 7.7%, o2111ai_1 5.4%, nor3_1 4.6%",
  "cts_buffers": 3,
  "report.final.hold_viol_count": 0,
  "grt_max_degree": 8,
  "dr_total_vias": 562,
  "final_antenna_net_count": 0,
  "route.detailed.drc": 0,
  "p_leak_nw": 0.340,
  "cp_cell_sequence": "buf_4, inv_2, ha_4, nor4b_4, and2_4, dlymetal6s2s_1",
  "syn_inst": 65,
  "cp.required_ns": 1.52,
  "ys_chip_area_um2": 648,
  "root_buffer": "clkbuf_4",
  "max_slew_margin_pct": 73.2,
  "worst_slew_pin_slew_ns": 0.399,
  "dpl.hpwl_um": 1000,
  "place_inst": 119,
  "grt_pass1_vias": 532,
  "timing_worst_setup_path_type": "flip-flop to output pin",
  "powerDensity_nw_per_um2": 515,
  "clockBufferDepth": 2,
  "clkPwrFrac_pct": 38.7,
  "path_delay_family": "simple AND/OR/NAND/NOR gates",
  "cts_tree": "built",
  "yosys_warnings": 1,
  "clock.latency.late_pin_ns": 0.28,
  "top_cell": "dfxtp_1"
}
[logic make-up after synthesis]
group	count (synthesis)	synth area share, %
and+or+nand+nor	20	18.9
AOI/OAI and AO/OA	16	19.5
DFF	13	43.4
buffers and inverters	8	4.63
adders and majority gates	4	7.72
xor gates and xnor gates	2	2.70
muxes	2	3.09
[path summary, 6_finish.rpt]
path | start | end | slack, ns | cells after the start
max in group asynchronous | rst_n | state[0]$_DFF_PN1_ | 1.36 | 1
min in group clk0 | bit_cnt[1]$_SDFFE_PP0P_ | bit_cnt[1]$_SDFFE_PP0P_ | 0.52 | 2
max | cnt[1]$_SDFF_PP0_ | done | 0.11 | 6
max reg2reg | cnt[0]$_SDFF_PP0_ | bit_cnt[2]$_SDFFE_PP0P_ | 0.13 | 8
min reg2reg | bit_cnt[1]$_SDFFE_PP0P_ | bit_cnt[1]$_SDFFE_PP0P_ | 0.52 | 2
min | rst_n | state[2]$_DFF_PN0_ | 0.30 | 1
[flip-flops by register name, summed over array words and instances, names as in the netlist]
signal   cells
cnt          5
bit_cnt      4
state        4
[power by group through the flow]
stage / Combinational [mW] / Sequential (mW) / Clock [mW]
final: 0.00602 / 0.272 / 0.176
after global routing: 0.00645 / 0.272 / 0.201
after CTS: 0.00613 / 0.274 / 0.182
[layer usage]
layer / vias up / GRT usage [%] / routed length, um
li1: 280 / - / -
met1: 267 / 5.74 / 703
met2: 13 / 6.50 / 643
met3: 2 / 2.73 / 96
met4: 0 / 0.352 / 5
met5: - / 0 / 0
[layout make-up]
cell class,count,area [um^2]
repair buffers,12,100
inverters,8,30.0
clock buffers,4,26.3
fillers,360,2530
multi-input cells,44,379
well taps,46,57.6
flip-flops and latches,13,288
[per-stage QoR]
stage | util, % | area (um^2)
2_1_floorplan | - | 648
3_3_place_gp | 22.8 | 778
6_report | 25.8 | 881
4_1_cts | 24.1 | 823
3_5_place_dp | 22.8 | 778
5_1_grt | 25.8 | 881
[what timing repair did]
action,CTS,global route
buffers inserted,0,4
hold endpoints to repair,0,0
setup endpoints to repair,2,11
gates resized,6,10
pin swaps,1,3
cloned,0,0
[layout by cell type (no fill, tap or decap), types with 2 or more instances in the layout]
cell type        instances
dfxtp_2                  2
ha_4                     2
nand2b_1                 2
dfxtp_1                  6
clkbuf_4                 3
buf_4                    7
nand3_1                  2
mux2i_1                  2
ha_1                     2
o21ai_1                  2
nor3_1                   6
o2111ai_1                4
dfrtp_1                  3
nand4_1                  2
o21ai_0                  2
clkdlybuf4s50_1          3
inv_1                    7
